### flow/design.v
`timescale 1ns / 1ps
module counter #(parameter numbit=8)
(
    input clk,
    input rst,
    input en,
    output reg carry
    );
reg [numbit-1:0] count;
always@(posedge clk)
if(rst) {carry,count}<=0;
else begin
if(en) {carry,count}<=count+1;
end
endmodule
`timescale 1ns / 1ps
module flop_r #(parameter width=1)
	(
    input [width-1:0] d,
    input clk,
    input rst,
    output  reg [width-1:0] q
    );
always @(posedge clk)
if(rst)		q<=0;
else		q<=d;
endmodule
`timescale 1ns / 1ps
module sdram_controller(
    input rst,
	input we_block_in,
    input [63:0] block_data_in,
    input [15:0] add,
    input modified_mem_we,
    input hit,
    input load_cmem,
	input clk,
	output [63:0] block_data_out,
    output cas,
    output ras,
    output cs,
    output sd_we,
    output reg [12:0] sd_add,
	output [1:0] bank,
    inout [15:0] DQ,
    output dqm,
	output reg stall_cmis,
	output reg we_block_out 
    );
parameter ini0=5'h00,ini1=5'h01,ini2=5'h02,ini3=5'h03,ini4=5'h04,ini5=5'h05,ini6=5'h06,ini7=5'h07,ini8=5'h08,ini9=5'h09,LMR=5'h0a,ini10=5'h0b,idle=5'h0c,active=5'h0d,nop1=5'h0e,read=5'h0f,nop2=5'h10,data_in0=5'h11,data_in1=5'h12,data_in2=5'h13,data_in3=5'h14,data_out0=5'h15,data_out1=5'h16,data_out2=5'h17,data_out3=5'h18,nop3=5'h19,nop4=5'h1a,precharge=5'h1b,refresh=5'h1c,nop5=5'h1d,nop6=5'h1e,nop7=5'h1f;
parameter cmd_nop=3'b111,cmd_active=3'b011,cmd_read=3'b101,cmd_write=3'b100,cmd_refresh=3'b001,cmd_lmr=3'b000,cmd_precharge=3'b010;
reg [4:0] state,next_state; 
wire EOI; 
reg ack=1'b1; 
reg OE=1'b0; 
reg [2:0] cmd=cmd_nop;
reg [15:0] writedata;
wire [15:0] temp1,temp2,temp3,temp4;
wire carry_refresh;
assign DQ=(OE)?writedata:16'bz;
flop_r      #(16)  myflop_1(DQ,clk,rst,temp1); 
flop_r      #(16)  myflop_2(temp1,clk,rst,temp2); 
flop_r      #(16)  myflop_3(temp2,clk,rst,temp3); 
flop_r      #(16)  myflop_4(temp3,clk,rst,temp4); 
assign block_data_out={temp1,temp2,temp3,temp4}; 
assign {ras,cas,sd_we}=cmd;
assign cs=1'b0;
assign dqm=1'b0;
assign bank=2'b00;  
counter     #(8)   counter_8us(clk,rst,((~carry_refresh)|ack),carry_refresh);
counter     #(13)  counter_100us(clk,rst,1'b1,EOI);
always@(posedge clk) 
if(rst) state<=5'h00;
else    state<=next_state;
always@(*)
case(state)
ini0:begin writedata<=16'b0;OE<=1'b0;we_block_out<=1'b0;ack<=1'b1;stall_cmis<=1'b0;cmd<=cmd_nop;sd_add<=13'b0; if(EOI) next_state<=ini1;else next_state<=ini0;end
ini1:begin writedata<=16'b0;OE<=1'b0;we_block_out<=1'b0;ack<=1'b1;stall_cmis<=1'b0;cmd<=cmd_nop;sd_add<=13'b0;next_state<=ini2;end
ini2:begin writedata<=16'b0;OE<=1'b0;we_block_out<=1'b0;ack<=1'b1;stall_cmis<=1'b0;cmd<=cmd_precharge;sd_add[12:11]<=2'b0;sd_add[9:0]<=10'b0;sd_add[10]<=1'b0;next_state<=ini3;end
ini3:begin writedata<=16'b0;OE<=1'b0;we_block_out<=1'b0;ack<=1'b1;stall_cmis<=1'b0;cmd<=cmd_nop;sd_add<=13'b0;next_state<=ini4;end
ini4:begin writedata<=16'b0;OE<=1'b0;we_block_out<=1'b0;ack<=1'b1;stall_cmis<=1'b0;cmd<=cmd_refresh;sd_add<=13'b0;next_state<=ini5;end
ini5:begin writedata<=16'b0;OE<=1'b0;we_block_out<=1'b0;ack<=1'b1;stall_cmis<=1'b0;cmd<=cmd_nop;sd_add<=13'b0;next_state<=ini6;end
ini6:begin writedata<=16'b0;OE<=1'b0;we_block_out<=1'b0;ack<=1'b1;stall_cmis<=1'b0;cmd<=cmd_nop;sd_add<=13'b0;next_state<=ini7;end
ini7:begin writedata<=16'b0;OE<=1'b0;we_block_out<=1'b0;ack<=1'b1;stall_cmis<=1'b0;cmd<=cmd_refresh;sd_add<=13'b0;next_state<=ini8;;end
ini8:begin writedata<=16'b0;OE<=1'b0;we_block_out<=1'b0;ack<=1'b1;stall_cmis<=1'b0;cmd<=cmd_nop;sd_add<=13'b0;next_state<=ini9;end
ini9:begin writedata<=16'b0;OE<=1'b0;we_block_out<=1'b0;ack<=1'b1;stall_cmis<=1'b0;cmd<=cmd_nop;sd_add<=13'b0;next_state<=LMR;end
LMR:begin writedata<=16'b0;OE<=1'b0;we_block_out<=1'b0;ack<=1'b1;stall_cmis<=1'b0;cmd<=cmd_lmr;sd_add<=13'b0000000100010;next_state<=ini10;end
ini10:begin writedata<=16'b0;OE<=1'b0;we_block_out<=1'b0;ack<=1'b1;stall_cmis<=1'b0;cmd<=cmd_nop;sd_add<=13'b0;next_state<=idle;end
idle:begin  writedata<=16'b0;OE<=1'b0;we_block_out<=1'b0;ack<=1'b0;stall_cmis<=1'b1;cmd<=cmd_nop;sd_add<=13'b0; if(carry_refresh) next_state<=refresh;else if((~hit)&(load_cmem|modified_mem_we))next_state<=active;else next_state<=idle;end
active:begin writedata<=16'b0;OE<=1'b0;we_block_out<=1'b0;ack<=1'b0;stall_cmis<=1'b0;cmd<=cmd_active;sd_add<={6'b0,add[15:9]};next_state<=nop1;end
nop1:begin writedata<=16'b0;OE<=1'b0;we_block_out<=1'b0;ack<=1'b0;stall_cmis<=1'b0;cmd<=cmd_nop;sd_add<=13'b0; if(we_block_in) next_state<=data_out0;else next_state<=read;end
read:begin writedata<=16'b0;OE<=1'b0;we_block_out<=1'b0;ack<=1'b0;stall_cmis<=1'b0;cmd<=cmd_read;sd_add[9]<=1'b0;sd_add[12:11]<=2'b0;sd_add[10]<=1'b1;sd_add[8:0]<=add[8:0];next_state<=nop2;end
nop2:begin writedata<=16'b0;OE<=1'b0;we_block_out<=1'b0;ack<=1'b0;stall_cmis<=1'b0;cmd<=cmd_nop;sd_add<=13'b0;next_state<=data_in0;end
data_in0:begin writedata<=16'b0;OE<=1'b0;we_block_out<=1'b0;ack<=1'b0;stall_cmis<=1'b0;cmd<=cmd_nop;sd_add<=13'b0;next_state<=data_in1;end
data_in1:begin writedata<=16'b0;OE<=1'b0;we_block_out<=1'b0;ack<=1'b0;stall_cmis<=1'b0;cmd<=cmd_nop;sd_add<=13'b0;next_state<=data_in2;end
data_in2:begin writedata<=16'b0;OE<=1'b0;we_block_out<=1'b0;ack<=1'b0;stall_cmis<=1'b0;cmd<=cmd_nop;sd_add<=13'b0;next_state<=data_in3;end
data_in3:begin writedata<=16'b0;OE<=1'b0;we_block_out<=1'b0;ack<=1'b0;stall_cmis<=1'b0;cmd<=cmd_nop;sd_add<=13'b0;next_state<=precharge;end
data_out0:begin writedata<=block_data_in[15:0];OE<=1'b1;we_block_out<=1'b0;ack<=1'b0;stall_cmis<=1'b0;cmd<=cmd_write;sd_add[9]<=1'b0;sd_add[12:11]<=2'b0;sd_add[8:0]<=add[8:0];sd_add[10]<=1'b1;next_state<=data_out1;end
data_out1:begin writedata<=block_data_in[31:16];OE<=1'b1;we_block_out<=1'b0;ack<=1'b0;stall_cmis<=1'b0;cmd<=cmd_nop;sd_add<=13'b0;next_state<=data_out2;end
data_out2:begin writedata<=block_data_in[47:32];OE<=1'b1;we_block_out<=1'b0;ack<=1'b0;stall_cmis<=1'b0;cmd<=cmd_nop;sd_add<=13'b0;next_state<=data_out3;end
data_out3:begin writedata<=block_data_in[63:48];OE<=1'b1;we_block_out<=1'b0;ack<=1'b0;stall_cmis<=1'b0;cmd<=cmd_nop;sd_add<=13'b0;next_state<=nop3;end
nop3:begin writedata<=16'b0;OE<=1'b0;we_block_out<=1'b0;ack<=1'b0;stall_cmis<=1'b0;cmd<=cmd_nop;sd_add<=13'b0;next_state<=nop4;end
nop4:begin writedata<=16'b0;OE<=1'b0;we_block_out<=1'b0;ack<=1'b0;stall_cmis<=1'b0;cmd<=cmd_nop;sd_add<=13'b0;next_state<=precharge;end
precharge:begin writedata<=16'b0;OE<=1'b0;ack<=1'b0;stall_cmis<=1'b0;cmd<=cmd_nop;sd_add<=13'b0;next_state<=idle;if(we_block_in) we_block_out<=1'b0;else we_block_out<=1'b1;end
refresh:begin writedata<=16'b0;OE<=1'b0;we_block_out<=1'b0;ack<=1'b0;stall_cmis<=1'b0;cmd<=cmd_refresh;sd_add<=13'b0;next_state<=nop5;end
nop5:begin writedata<=16'b0;OE<=1'b0;we_block_out<=1'b0;ack<=1'b0;stall_cmis<=1'b0;cmd<=cmd_nop;sd_add<=13'b0;next_state<=nop6;end
nop6:begin writedata<=16'b0;OE<=1'b0;we_block_out<=1'b0;ack<=1'b0;stall_cmis<=1'b0;cmd<=cmd_nop;sd_add<=13'b0;next_state<=nop7;end
nop7:begin writedata<=16'b0;OE<=1'b0;we_block_out<=1'b0;ack<=1'b1;stall_cmis<=1'b0;cmd<=cmd_nop;sd_add<=13'b0;next_state<=idle;end
endcase
endmodule
### flow/run.sh
#!/bin/bash
# OpenROAD 26Q1-2900-gdf79404cd8, Yosys 0.63+post, stock flow scripts
make -C /OpenROAD-flow-scripts/flow DESIGN_CONFIG=/design/flow/config.mk WORK_HOME=/design/flow/orfs finish
### flow/config.mk
export PLATFORM = sky130hd
export DESIGN_NAME = sdram_controller
export DESIGN_NICKNAME = sdram_controller
export VERILOG_FILES = /design/flow/design.v
export SDC_FILE = /design/flow/constraint.sdc
export NUM_CORES = 4
export LEC_CHECK = 1
export CORE_UTILIZATION = 40
### flow/constraint.sdc
current_design sdram_controller

set clk_period 5.7
set clk_io_pct 0.2

create_clock -name clk0 -period $clk_period [get_ports {clk}]

set non_clock_inputs [all_inputs -no_clocks]
set_input_delay [expr $clk_period * $clk_io_pct] -clock clk0 $non_clock_inputs
set_output_delay [expr $clk_period * $clk_io_pct] -clock clk0 [all_outputs]
==> flow_summary.json <==
{
  "outcome": "aborted with a tool error",
  "failing_step": "4_1_cts",
  "first-error": "[error] [KeplerFormal.cpp:679] Workflow failed: Iso has multiple drivers: .DQ0, _363_.Y0",
  "ys.flop_type": "dfxtp_1",
  "netlist_area_um2": 4021,
  "synth-edff-count": 0,
  "ctsHoldBuffers": 0,
  "die_width_um": 102.3,
  "ys_area_um2": 4021,
  "fp_util_pct": 41.14,
  "htree_levels": 3,
  "die_height_um": 102.3,
  "io_pins": 188,
  "num_rows": 36,
  "post-cts-setup-buffers": 0,
  "async_flop_share_pct": 0,
  "ys_seq_share_pct": 45.80,
  "gp_routability_congestion": 0.8763,
  "cts_resized": 0,
  "ys_cells": 455,
  "synthCells": 455,
  "top_area_share_pct": 45.80,
  "ys.flops": 92,
  "dp_hpwl_um": 7739,
  "postSynthAreaPerCell_um2": 8.838,
  "ys_top_cells_by_area": "dfxtp_1 46%, nor2b_1 8.2%, nand3_1 7.6%",
  "ys_types": 58,
  "cts-root-buf": "clkbuf_8",
  "cts_sinks": 92,
  "dp.cells": 722,
  "cts_buffers": 9,
  "yosys.area.top_type": "dfxtp_1",
  "ys_warn_count": 5,
  "portBuffers": 164,
  "cts_buffer_depth": 2
}
## kinds of logic after synthesis
| logic type | count (synthesis) | synth area share (%) |
|---|---|---|
| buf+inv | 52 | 6.410 |
| xor+xnor | 12 | 2.614 |
| fa+ha+maj | 2 | 0.6222 |
| other cells | 1 | 0.09325 |
| flops | 92 | 45.80 |
| mux | 1 | 0.2489 |
| compound gates | 60 | 10.24 |
| simple gates | 235 | 33.98 |
## cells in the mapped netlist (all sizes together), types with 7 or more instances
master and n:
dfxtp 92, nand3 61, nor2b 53, buf 26
and2 21, nand4 20, nor2 20, clkbuf 19
nand3b 17, a21oi 16, nand2 16, o21ai 10
xor2 9, inv 7
## metrics by stage
stage	hold slack [ns]	power, W	setup slack, ns	utilization (%)	cell area (um^2)
after floorplan	0.3976	0.0006830	3.152	-	4044
after global placement	0.4055	0.0007419	2.180	58.21	5689
after detailed placement	0.4213	0.0007425	2.111	58.21	5689
Power is estimated from default activity; no workload was simulated.
