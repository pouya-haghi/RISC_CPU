==> /design/flow/run.sh <==
#!/bin/bash
# OpenROAD 26Q1-2900-gdf79404cd8, Yosys 0.63+post, stock flow scripts
make -C /OpenROAD-flow-scripts/flow DESIGN_CONFIG=/design/flow/config.mk WORK_HOME=/design/flow/orfs finish
==> /design/flow/config.mk <==
export PLATFORM = sky130hd
export DESIGN_NAME = alu
export DESIGN_NICKNAME = alu
export VERILOG_FILES = /design/flow/design.v
export SDC_FILE = /design/flow/constraint.sdc
export NUM_CORES = 4
export LEC_CHECK = 1
export CORE_UTILIZATION = 50
==> /design/flow/constraint.sdc <==
current_design alu

set clk_period 14.6
set clk_io_pct 0.2

create_clock -name clk0 -period $clk_period

set non_clock_inputs [all_inputs -no_clocks]
set_input_delay [expr $clk_period * $clk_io_pct] -clock clk0 $non_clock_inputs
set_output_delay [expr $clk_period * $clk_io_pct] -clock clk0 [all_outputs]
==> /design/flow/design.v <==
`timescale 1ns / 1ps
module alu #(parameter width=16)
	(
    input [width-1:0] a,
    input [width-1:0] b,
    input [3:0] alu_op,
    output reg [width-1:0] y,
	output  alu_z
    );
wire 	[width-1:0] slt,temp;
parameter	set=16'h0001,clear=16'b0;
parameter add=4'b0000 , sub=4'b0001 , mul=4'b0010 , shr=4'b0011 , sl_t=4'b0100 , x_or=4'b0101 , o_r=4'b0110 , a_nd=4'b0111 , lui=4'b1100, beq=4'b1111 ;
assign	temp=a-b;
assign	slt=(a[15]^b[15])?((a[15])?set:clear):(temp[15]?set:clear);
always@(*)
case(alu_op)
     add:	y<=a+b;
	 sub:	y<=temp;
     mul:	y<=a*b;
     shr:	y<={a[15],a[15:1]};
     sl_t:	y<=slt;
     x_or:	y<=a^b;
     o_r:	y<=a|b;
     a_nd:	y<=a&b;
	 lui:	y<={b[7:0],8'b0};
	 beq:   y<=a^b;
     default:	y<=clear;
endcase
assign alu_z=(alu_op==beq && y==16'b0)?1'b1:1'b0;
endmodule
==> flow_summary.yaml <==
# synthesis and place-and-route metrics
status:
  status: "completed"
logic_synthesis:
  avgSynthCellArea_um2: 7.64
  ys_types: 80
  ys_cells: 859
  yosysChipArea_um2: 6560
  syn_inst: 859
  synth_top_area_share: 0.250
  ys_seq_frac: 0
  netlist_area_um2: 6560
  synthTopCellsByArea: "fa_1 25%, ha_1 19%, inv_1 9.0%"
  synth_warnings: 1
  largest_area_cell: "fa_1"
layout:
  regArea_um2: 0
  lay_top_count: "inv_1"
  area_growth_pct: 10.1
  utilization: 0.568
  flops: 0
  instances_no_fill: 1062
  most-common-layout-cells: "158 x inv_1, 98 x ha_1, 92 x nor2_1"
  drive_gt1_frac: 0.0337
  clock_buffers: 0
  final_area_um2: 7220
  n_fill_cell: 1241
clocking:
  cts_resized: 0
  cts_setup_buffers: 0
  ctsHoldBuffers: 0
grt:
  grt_pass1_vias: 6030
  antenna_found_initial: 0
  track_usage: 0.363
  grt_pass1_wl_mm: 34.4
  grt_max_degree: 40
  overflow: 0
floorplan:
  chipArea_um2: 13600
  die_w_um: 117
  fp_util: 0.516
  rows: 41
  core_area_um2: 12700
  die_height_um: 117
  num_io_pins: 53
timing:
  layout_min_cycle_time_ps: 12490
  maxSlewHeadroom: 0.453
  finalMaxSlewViolations: 0
  setup-violations-final: 0
  max_freq_mhz: 80.1
  period_used_share: 0.855
  finalHoldViolCount: 0
  grt_setup_unrepaired: "false"
  setup-tns-final_ps: 0
  worstMarginPinSlew_ps: 811
routing:
  firstDrtPassIters: 4
  routed_wl_mm: 22.6
  routedWlPerCell_um: 21.3
  drc: 0
  vias: 6189
  antenna_cells: 0
  ant_nets: 0
  vias_per_cell: 5.83
  drt_iter0_markers: 576
placement:
  gp_congestion: 1.01
  place_area_um2: 7220
  hpwl_mm: 18.3
  io_buffers: 53
  place_inst: 1062
flow_run:
  tool_warnings: 64
  cap_viol_max_count: 0
worst_setup_path:
  cp.required_ps: 11680
  critical_path_peak_fanout: 11
  cp-end-kind: "output port"
  start_kind: "primary input"
  path_class: "primary input to output port"
  crit_arrival_ps: 9570
power_and_ir_drop:
  powerDensity_nw_per_um2: 133
  p_leak_uw: 0.00353
  vdd_drop_max_uv: 129
hold_path:
  hp-class: "primary input to output port"
==> cell usage after synthesis (12+ instances only) <==
master	instances
a21oi_1	28
buf_2	15
clkbuf_1	13
fa_1	82
ha_1	98
inv_1	158
nand2_1	90
nor2_1	92
nor3_1	14
o21ai_0	36
xnor2_1	35
xor2_1	12
==> routing by layer <==
| layer | share of wire | GRT usage |
|---|---|---|
| met1 | 0.44 | 0.535 |
| met2 | 0.45 | 0.546 |
| met3 | 0.087 | 0.0978 |
| met4 | 0.029 | 0.0861 |
| met5 | 0 | 0.0111 |
==> worst paths after layout <==
path / startpoint / slack, ps / cells after the start / end
max: a[1] / 2110 / 22 / alu_z
min: a[2] / 7130 / 5 / y[1]
==> metrics by stage <==
stage	setup slack (ps)	total power, uW	hold WS, ps
after floorplan	3930	666	6020
after global placement	2160	948	7110
after detailed placement	2210	949	7120
after CTS	2190	957	7130
after global routing	1840	1060	7180
final	2110	960	7130
==> kinds of logic (layout without fill, tap and decap cells) <==
kind of cell / count (synthesis) / count (layout) / synth area share
adders and majority gates: 180 / 180 / 0.437
AOI/OAI and AO/OA: 159 / 159 / 0.170
muxes: 10 / 10 / 0.0200
and+or+nand+nor: 265 / 265 / 0.189
xor gates and xnor gates: 47 / 47 / 0.0627
buffers and inverters: 198 / 229 / 0.121
==> worst max-delay path, stage by stage <==
cell             delay (ps)
clkdlybuf4s50_1         460
buf_4                   260
clkinv_1                540
nor2_1                  300
fa_1                    470
fa_1                    440
ha_1                    200
fa_1                    470
inv_1                    50
fa_1                    490
fa_1                    490
inv_1                    40
ha_1                    340
nand2b_1                120
nor2_1                   40
mux2i_1                 150
nand4_1                 210
nor3_1                  230
o2111ai_1               130
or4_1                   460
nor4_2                  240
clkdlybuf4s50_1         500
==> report_power, final <==
part,total (uW),switching (uW),internal [uW]
combinational,960,561,399
clock,0,0,0
sequential,0,0,0
total,960,561,399
==> cell type report <==
class                      count  area (um^2)  area share
multi-input combinational    661         5770       0.799
timing repair buffer          66          628      0.0870
inverter                     163          612      0.0847
tap                          172          215      0.0298
Power is estimated from default activity; no workload was simulated.
