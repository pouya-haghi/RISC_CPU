===== config.mk =====
export PLATFORM = sky130hd
export DESIGN_NAME = regfile
export DESIGN_NICKNAME = regfile
export VERILOG_FILES = /design/flow/design.v
export SDC_FILE = /design/flow/constraint.sdc
export NUM_CORES = 4
export LEC_CHECK = 1
export CORE_UTILIZATION = 40

===== constraint.sdc =====
current_design regfile

set clk_period 3.3
set clk_io_pct 0.2

create_clock -name clk0 -period $clk_period [get_ports {clk}]

set non_clock_inputs [all_inputs -no_clocks]
set_input_delay [expr $clk_period * $clk_io_pct] -clock clk0 $non_clock_inputs
set_output_delay [expr $clk_period * $clk_io_pct] -clock clk0 [all_outputs]

===== design.v =====
`timescale 1ns / 1ps
module regfile #(parameter width=16)
	(
    input [3:0] rr1,
    input [3:0] rr2,
    input [3:0] wr,
    input [width-1:0] wd,
    input clk,
    input we,
    output [width-1:0] dr1,
    output [width-1:0] dr2
    );
reg	 [width-1:0] mem [width-1:0];
always @(posedge clk)
if(we)	mem[wr]<=wd;
else	mem[wr]<=mem[wr];
assign	dr1=rr1?((&rr1)?16'hffff:mem[rr1]):16'b0;
assign	dr2=rr2?((&rr2)?16'hffff:mem[rr2]):16'b0;	
endmodule

===== run.sh =====
#!/bin/bash
# OpenROAD 26Q1-2900-gdf79404cd8, Yosys 0.63+post, stock flow scripts
make -C /OpenROAD-flow-scripts/flow DESIGN_CONFIG=/design/flow/config.mk WORK_HOME=/design/flow/orfs finish

==> Changelog: implementation <==
### Changed

- Status: finished, final reports clean
- Part of the cycle the worst path needs: 98.40%
- Crit Path Category: in -> out
- Ys flops: 224
- Most instantiated logic cells after routing: 224 x edfxtp_1, 94 x mux2i_1, 55 x buf_4
- Die width: 164.8 um
- Setup_tns: 0 ps
- CP max stage cell: clkdlybuf4s50_1
- Largest stage delay on the critical path: 500 ps
- Hold Slack: 1021 ps
- H-tree depth: 1
- Largest net degree at the start of global routing: 33
- Distinct cell type count after synthesis: 37
- Top cell by count, worst path: clkdlybuf4s50_1
- RSZ-0062 raised after global routing: true
- Largest registers: mem: 224 flops
- VDD IR max: 311.8 uV
- Post-layout minimum cycle time: 3247 ps
- Filler instances: 2090
- Slew Viols, Final: 0
- LEAKAGE: 4.409 nW
- CP endpoint kind: output pin
- Worst slew margin: 62.02%
- CTS tree: done
- Vias per Instance: 5.995
- Die height: 164.8 um
- GRT Residual Overflow: 0
- Area leader share: 63.42%
- Max reg flops: 224
- CP arrival: 2590 ps
- DRT iter0 DRCs: 401
- CP Buf/Inv Count: 4
- Global-route wire length before repair: 44360 um
- Core Area: 0.02606 mm2
- Share of layout cells above drive strength 1: 27.17%
- Delay-heaviest family, CP: buffers and inverters
- Setup Fix Bufs, Post-CTS: 0
- Worst path required time: 2640 ps
- Yosys cell count: 663
- Area delta synth->final: 21.05%
- Post-synth seq share: 63.42%
- Post-Layout Cell Count: 1120
- Final HPWL DP: 19290 um
- Final wirelength: 29540 um
- WL/cell: 26.38 um
- Clock Path Buffers: 3
- GRT Util Overall: 24.65%
- Layout Utilization: 49.27%
- Dpl cells: 1077
- Least-Margin Pin Slew: 567.9 ps
- # setup viols final: 0
- CTS Buf Count: 23
- I/O pins: 62
- Crit path launch type: input pin
- Final hold viol count: 0
- Clock Root Buffer: clkbuf_16
- DR pass1 iterations: 5
- Yosys stat area: 0.01061 mm2
- Reg with most FFs: mem
- Critical path cell sequence: clkdlybuf4s50_1 -> buf_4 -> nor2b_2 -> buf_12 -> a221o_1 -> a21oi_2 -> clkdlybuf4s50_1
- Cell Pwr Density: 493.1 mW/mm2
- Final instance area: 0.01284 mm2
- Syn. warnings: 1
- DP Area: 0.01201 mm2
- OpenROAD warning count: 27
- Syn Inst Count: 663
- DR vias: 6714
- Hold Path Class: in -> reg
- Mean Syn Cell Area: 16.00 um2
- Mapped cell area: 0.01061 mm2
- CP max FO: 12
- Post-detailed-route count of antenna-violating nets: 0
- Floorplan row count: 59
- Synth area leaders: edfxtp_1 63%, mux2i_1 8.9%, mux4_2 7.0%
- Via count of the first global-routing pass: 7412
- Final Wtd Congestion: 0.9839
- Fmax: 308.0 MHz
- Cts hold-fix bufs: 0
- Max-Cap Viols: 0
- Die area: 0.02717 mm2
- Cell type with the largest total area: edfxtp_1
- Most numerous logic cell after layout: edfxtp_1
- Initial Utilization: 40.70%
- Worst-path clk slew: 60 ps
- DRC errors left: 0
- Initial antenna violation count: 1
- Num Clock Sinks: 224
- I/O Buffers: 61
[cells by family after synthesis]
family          Yosys count  synth area share, %
mux                     159                19.31
buf+inv                  54                3.751
flops                   224                63.42
compound gates          160                10.57
simple gates             66                2.949
[routing by layer]
layer / global-route usage (%) / up-vias / part of all wire, %
met2: 37.51 / 379 / 48
li1: - / 2953 / -
met1: 33.02 / 3315 / 37
met3: 12.42 / 67 / 12
met4: 6.547 / 0 / 3.2
met5: 0 / - / 0
[path summary, 6_finish.rpt]
path	to	cells past startpoint	slack [ps]	startpoint
hold / removal	mem[7][4]	1	1020	wd[4]
setup / recovery	dr2[2]	7	50	rr2[3]
[cell usage after synthesis, drive strengths merged]
cell	n
o21ai	16
nand2b	4
o22ai	32
nor2	12
a31oi	1
mux2i	94
nand3b	4
nand2	32
mux4	33
a221o	30
a32o	1
a221oi	1
edfxtp	224
a22oi	15
nor2b	5
nand3	1
clkbuf	12
and2b	1
or3b	1
a21oi	31
o211ai	15
nor3	3
o31ai	1
or2	2
a211oi	17
and3b	1
buf	42
mux2	32
[layout make-up]
type / instances / area, um2 / area share (%)
Timing Repair Buffer: 133 / 1364 / 10.62
Clock buffer: 27 / 590.6 / 4.600
Multi-Input combinational cell: 386 / 3636 / 28.32
Antenna cell: 1 / 2.502 / 0.01949
Tap cell: 335 / 419.2 / 3.265
Sequential cell: 224 / 6726 / 52.39
Clock inverter: 14 / 100.1 / 0.7796
[through the flow]
stage / setup WS (ps) / power (mW)
floorplan: 885.4 / 3.622
global placement: -211.5 / 3.966
detailed placement: -194.5 / 3.975
CTS: -17.77 / 6.363
global route: -0.7316 / 6.528
finish: 52.85 / 6.331
[timing repair]
item	in CTS	in global routing
pin swaps	4	4
gates cloned	1	0
gates resized	18	16
setup endpoints to repair	28	17
hold endpoints to repair	0	0
[power breakdown]
group	switching (mW)	leakage (nW)	internal [mW]
clock	1.03	0.341	1.36
combinational	0.372	2.04	0.352
sequential	0.0241	2.02	3.19
Power figures rest on the tool's default switching activity, not on a simulated workload.
